--- flow/config.mk ---
export PLATFORM = sky130hd
export DESIGN_NAME = Divider
export DESIGN_NICKNAME = Divider
export VERILOG_FILES = /design/flow/design.v
export SDC_FILE = /design/flow/constraint.sdc
export NUM_CORES = 4
export LEC_CHECK = 1
export CORE_AREA = 10 10 91 91
export DIE_AREA = 0 0 101 101
--- flow/constraint.sdc ---
current_design Divider

set clk_period 3.3
set clk_io_pct 0.2

create_clock -name clk0 -period $clk_period [get_ports {sig_in}]

set non_clock_inputs [all_inputs -no_clocks]
set_input_delay [expr $clk_period * $clk_io_pct] -clock clk0 $non_clock_inputs
set_output_delay [expr $clk_period * $clk_io_pct] -clock clk0 [all_outputs]
--- flow/design.v ---
module Divider
# (parameter DIVISOR = 28'd50000000)
(
	input sig_in,
	output sig_out
);
	reg[27:0] counter=28'd0;
	always @ (posedge sig_in) begin
		counter <= counter + 28'd1;
		if(counter>=(DIVISOR-1))
			counter <= 28'd0;
	end
	assign sig_out = (counter<DIVISOR/2) ? 1'b0 : 1'b1;
endmodule
--- flow/run.sh ---
#!/bin/bash
# OpenROAD 26Q1-2900-gdf79404cd8, Yosys 0.63+post, stock flow scripts
make -C /OpenROAD-flow-scripts/flow DESIGN_CONFIG=/design/flow/config.mk WORK_HOME=/design/flow/orfs finish
==> results.txt <==
Results of the implementation run.

Entering global routing, the biggest net connects 27 pins. The synthesis report lists the most area-consuming cells as sky130_fd_sc_hd__dfxtp_1 (40%), sky130_fd_sc_hd__a211oi_1 (5.9%), sky130_fd_sc_hd__nor3_1 (5.7%). In the final layout, the registers with the most flip-flops are counter (28). The number of cells in Yosys stat is 155. The buffer levels on the longest clock path is 2.

The number of antenna violations at the first check in global routing was 0. The first-pass GRT wire length is 4.73 mm. Each instance of the synthesized netlist takes up on average 9.01 um^2. For this block, the routed nets add up to 2.70 mm of wire.

The count of final setup violators is 0. The tree built by TritonCTS fans out to 28 sinks. In this run, synthesis inferred 0 flip-flops with an integrated enable. Per the summary, power density relative to cell area is 413 nW/um^2. The cell accounting for the most synthesized area is sky130_fd_sc_hd__dfxtp_1. The global routing usage summed across all routing layers came out at 0.0545. Relative to the synthesized area, the layout overhead comes to 10.7%.

In this run the critical path is formed by nor4_1, a211oi_1, o311ai_0, nand3_1, clkdlybuf4s50_1. The clock transition at the registers of the reported paths came out at 0.10 ns. The tree is rooted in a sky130_fd_sc_hd__clkbuf_8. The clock latency of the later-clocked register in the worst-skew pair came out at 0.28 ns. The pre-CTS setup check shows a worst slack of 0.922 ns. The number of distinct standard cells referenced by the synthesized netlist came out at 37. The initial utilization of the core area, before any placement, comes to 0.220. Of the synthesized area, sequential elements account for 0.401. The summed standard-cell area reported by yosys came out at 1400 um^2. The die boundary height came out at 101 um. The most frequently used library cell after synthesis is sky130_fd_sc_hd__dfxtp_1. The remaining antenna violation count after routing came out at 0. The routability-driven placement congestion ratio came out at 0.799. TritonCTS built the clock tree.

The yosys warning tally is 1. The total area inside the core boundary comes to 6350 um^2. The slew check shows that the tightest pin keeps a relative margin of 0.563. The post-DP HPWL is 1.82 mm. The number of fill cells in the layout came out at 682. The arrival time at the worst endpoint came out at 2.02 ns.

The non-filler instance count after layout is 232. The post-CTS setup-driven buffer insertion count is 0. The number of buffers added to fix hold violations after cts came out at 0. The slew at the pin closest to its max-slew limit is 0.655 ns.

The top-level port count is 2. Setup repair after global routing left no endpoint under its margin. The area of the die came out at 10200 um^2. The number of hold violations in the final report came out at 0. The maximum fanout encountered on the critical timing path is 7.

The row count came out at 29. The number of flip-flops under the largest register name came out at 28. The tally of buffers added on design ports came out at 1. Per the OpenROAD power report, leakage power amounts to 0.441 nW. The maximum level of the CTS H-tree is 1.

The number of clock buffers inserted by TritonCTS came out at 3. The first routing iteration left 60 violations. Per the synth log, the flip-flop and latch total comes to 28.

The flip-flop cell with the highest count after synthesis is sky130_fd_sc_hd__dfxtp_1. The largest individual stage delay along the critical path comes from the cell sky130_fd_sc_hd__clkdlybuf4s50_1. In this build the clock could be raised as far as 374 MHz. According to the hold report, the worst path is of the reg2reg type. The total of max-cap violations came out at 0. The cell count after synthesis is 155.

The proportion of layout cells with a drive suffix above 1 came out at 0.0903. After global routing the overflow that remains totals 0. The synthesized netlist occupies a cell area of 1400 um^2. The clock arrives with 0.0114 ns of skew. The critical path is of the reg2out type.

The post-detailed-route wirelength per cell came out at 11.6 um. STA classifies the critical path endpoint as a primary output. The placed cell count is 228. The die boundary width is 101 um.

The share of synthesized registers carrying an async set or reset came out at 0. The via count of the routed design came out at 1136. The worst path buffer plus inverter count came out at 1. In this run the tools logged warnings totalling 25. The accumulated negative setup slack is 0 ns.

The fraction of synthesized cell area taken by the top area cell type is 0.401. The launching element type of the critical path is a register. The total count of max-transition violations in the final report came out at 0.

The number of antenna cells inserted came out at 0. Dividing the final minimum period by the clock period gives 0.811. The run finished with clean final reports. Sorting the synthesized cells by how often they occur yields sky130_fd_sc_hd__dfxtp_1 (28), sky130_fd_sc_hd__nor3_1 (16), sky130_fd_sc_hd__a211oi_1 (11), sky130_fd_sc_hd__nand3_1 (11), sky130_fd_sc_hd__nand2_1 (10).

Counting flops per register, the top entry is counter. The least setup slack across all paths after layout came out at 0.624 ns. The critical path's largest stage delay is 0.42 ns. Per the power-grid run, VDD falls by no more than 0.000321 V. Among cell families on the critical path, the largest total delay comes from AND-OR/OR-AND gates.

The post-CTS resize count came out at 0. The number of global-route vias before repair came out at 1050. The final routed DRC violation total came out at 0. The ratio of routed vias to standard cells came out at 4.90. The data required time reported for the critical path is 2.64 ns.

The clock period could shrink to 2.68 ns. The number of detailed-routing iterations run before antenna repair came out at 4.
stage by stage:
stage                     power, mW  hold WS [ns]   util  instance area [um^2]
after detailed placement      0.373         0.484  0.232                  1470
after floorplan               0.367         0.454      -                  1400
after global routing          0.668         0.529  0.243                  1550
after CTS                     0.647         0.499  0.243                  1550
final                         0.637         0.492  0.243                  1550
after global placement        0.373         0.477  0.232                  1470
report_power, final:
group          leakage (nW)  internal, mW  total [mW]  switching (mW)
Combinational         0.179       0.00686      0.0181          0.0112
Clock                0.0357         0.162       0.272           0.110
Sequential            0.227         0.343       0.347         0.00453
tightest hold or removal path, cell delays in order, from the launching register on:
cell and delay [ns]:
sky130_fd_sc_hd__dfxtp_1 0.34, sky130_fd_sc_hd__inv_1 0.06, sky130_fd_sc_hd__a211oi_2 0.05
final timing paths:
check,from,to,slack (ns),depth (start not counted)
max,counter[9],sig_out,0.62,5
min,counter[25],counter[25],0.49,2
max reg2reg,counter[0],counter[5],1.08,6
min reg2reg,counter[25],counter[25],0.49,2
layout by cell type, fill, tap and decap left out:
| master | instances |
|---|---|
| sky130_fd_sc_hd__and4_1 | 2 |
| sky130_fd_sc_hd__ha_1 | 1 |
| sky130_fd_sc_hd__nand4b_1 | 1 |
| sky130_fd_sc_hd__and3_2 | 1 |
| sky130_fd_sc_hd__or3_4 | 1 |
| sky130_fd_sc_hd__or4_1 | 7 |
| sky130_fd_sc_hd__a211oi_1 | 11 |
| sky130_fd_sc_hd__o311ai_0 | 1 |
| sky130_fd_sc_hd__nand2_1 | 10 |
| sky130_fd_sc_hd__a21oi_1 | 1 |
| sky130_fd_sc_hd__a21oi_2 | 1 |
| sky130_fd_sc_hd__bufinv_16 | 1 |
| sky130_fd_sc_hd__buf_4 | 2 |
| sky130_fd_sc_hd__o2111a_1 | 1 |
| sky130_fd_sc_hd__conb_1 | 2 |
| sky130_fd_sc_hd__xnor2_1 | 9 |
| sky130_fd_sc_hd__clkdlybuf4s50_1 | 1 |
| sky130_fd_sc_hd__and4_2 | 2 |
| sky130_fd_sc_hd__or3_1 | 4 |
| sky130_fd_sc_hd__nor3b_1 | 1 |
| sky130_fd_sc_hd__inv_1 | 5 |
| sky130_fd_sc_hd__nand4_2 | 1 |
| sky130_fd_sc_hd__nand4_1 | 5 |
| sky130_fd_sc_hd__clkbuf_8 | 3 |
| sky130_fd_sc_hd__and3_1 | 1 |
| sky130_fd_sc_hd__o211ai_1 | 1 |
| sky130_fd_sc_hd__dfxtp_1 | 28 |
| sky130_fd_sc_hd__o21ai_0 | 4 |
| sky130_fd_sc_hd__nor4bb_4 | 1 |
| sky130_fd_sc_hd__o31ai_1 | 6 |
| sky130_fd_sc_hd__nor3_1 | 16 |
| sky130_fd_sc_hd__nor2b_1 | 1 |
| sky130_fd_sc_hd__nand3_1 | 11 |
| sky130_fd_sc_hd__xor2_1 | 4 |
| sky130_fd_sc_hd__nor4_1 | 3 |
| sky130_fd_sc_hd__a211oi_2 | 1 |
| sky130_fd_sc_hd__nor2_1 | 4 |
logic make-up after synthesis:
logic type,share of synthesized area
simple gates,0.303
compound gates,0.144
other cells,0.00269
buf+inv,0.0582
flops,0.401
fa+ha+maj,0.00896
xor+xnor,0.0815
layout make-up:
| class | instances | area (um^2) | area share |
|---|---|---|---|
| clock buffers | 3 | 41.3 | 0.0267 |
| clock inverters | 1 | 30.0 | 0.0194 |
| inverters | 5 | 18.8 | 0.0121 |
| multi-input cells | 115 | 773 | 0.500 |
| flip-flops and latches | 28 | 561 | 0.363 |
| well taps | 77 | 96.3 | 0.0623 |
| repair buffers | 3 | 25.0 | 0.0162 |
routing by layer:
metal  part of all wire  vias up  GRT usage
met5                  0        -          0
met4             0.0089        0    0.00536
met3              0.033        2     0.0166
met2               0.44        7     0.0899
met1               0.51      540     0.0711
li1                   -      587          -
Power and IR drop assume default switching activity.
