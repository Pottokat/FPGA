==> ./design.v <==
module PushButton_Debouncer(
    input clk,
    input PB,   
    output reg PB_state,   
    output PB_down,   
    output PB_up    
);
reg PB_sync_0;  always @(posedge clk) PB_sync_0 <= ~PB;   
reg PB_sync_1;  always @(posedge clk) PB_sync_1 <= PB_sync_0;
reg [15:0] PB_cnt;
wire PB_idle = (PB_state==PB_sync_1);
wire PB_cnt_max = &PB_cnt;	 
always @(posedge clk)
if(PB_idle)
    PB_cnt <= 0;   
else
begin
    PB_cnt <= PB_cnt + 16'd1;   
    if(PB_cnt_max) PB_state <= ~PB_state;   
end
assign PB_down = ~PB_idle & PB_cnt_max & ~PB_state;
assign PB_up   = ~PB_idle & PB_cnt_max &  PB_state;
endmodule
==> ./constraint.sdc <==
current_design PushButton_Debouncer

set clk_period 2.3
set clk_io_pct 0.2

create_clock -name clk0 -period $clk_period [get_ports {clk}]

set non_clock_inputs [all_inputs -no_clocks]
set_input_delay [expr $clk_period * $clk_io_pct] -clock clk0 $non_clock_inputs
set_output_delay [expr $clk_period * $clk_io_pct] -clock clk0 [all_outputs]
==> ./run.sh <==
#!/bin/bash
# OpenROAD 26Q1-2900-gdf79404cd8, Yosys 0.63+post, stock flow scripts
make -C /OpenROAD-flow-scripts/flow DESIGN_CONFIG=/design/flow/config.mk WORK_HOME=/design/flow/orfs finish
==> ./config.mk <==
export PLATFORM = sky130hd
export DESIGN_NAME = PushButton_Debouncer
export DESIGN_NICKNAME = PushButton_Debouncer
export VERILOG_FILES = /design/flow/design.v
export SDC_FILE = /design/flow/constraint.sdc
export NUM_CORES = 4
export LEC_CHECK = 1
export CORE_AREA = 10 10 94 94
export DIE_AREA = 0 0 104 104
==> qor.csv <==
metric;value;unit
global-route wire length before repair;2.66;mm
Clock transition at path regs;0.07;ns
Final Hold Viols;0;
global route overflow;0;
TritonCTS buffer count;3;
gpl congestion;0.787;
largest area contributor in the netlist;dfxtp_1;
VDD IR max;198;uV
Yosys top cell area share;42.7;%
Tool Warnings;25;
Power Density;538;nW/um^2
GRT met2 Usage;3.87;%
Detail Placement HPWL;1.13;mm
residual DRC count;0;
share of cells above drive strength 1;13.3;%
post-synthesis sequential area ratio;46.3;%
Detailed Route Iter0 Violations;60;
Max-Cap Viols;0;
Die X;104;um
Top cells by area;dfxtp_1 (43%), mux2i_1 (5.9%), nand2_1 (4.9%);
Root Buffer;clkbuf_8;
startpoint types;flop;
Post-Syn Instances;93;
Max FO, Critical Path;5;
wirelength, routed;1.64;mm
status;complete, no violations;
Tightest Pin Transition;0.399;ns
drt wl/cell;8.18;um
via count;696;
height of the die;104;um
final max-slew violation count;0;
largest net degree at the start of global routing;11;
Syn. warnings;1;
type of the most critical hold path;flop to flop;
Die Size;10800;um^2
Crit Path Category;flop to output port;
#FFs+latches synth;19;
Via density;3.46;
area growth from synthesis to layout;32.0;%
GRT Total Usage;2.84;%
CP arrival;1.70;ns
vias in the first global route;588;
critical path's slowest cell;clkdlybuf4s50_1;
endpoints failing setup;0;
Unique cell types;26;
CTS Sinks;19;
Largest stage delay, worst path;0.46;ns
Post-DP Area;1020;um^2
n_diodes;0;
P_leak;0.340;nW
initial antenna violation count;0;
port bufs;4;
global route hottest layer;met2;
met3 usage;1.44;%
GR Util met1;3.75;%
Final Instance Area;1110;um^2
RSZ-0062 raised after global routing;no;
Fin Setup TNS;0;ns
fin crit period;2.16;ns
Yosys Chip Area;843;um^2
part of the cycle the worst path needs;93.7;%
CTS H-Tree Depth;1;
worst-skew pair later-pin latency;0.25;ns
worst path cell trace;nand4_1 -> nor2_2 -> and4b_1 -> clkdlybuf4s50_1;
FP Rows;30;
Core Footprint;6830;um^2
Pre-Repair DR Iteration Count;4;
fp_density;12.3;%
Fmax;0.464;GHz
IO Pins;5;
Rel. slew slack;73.3;%
Max Clock Skew;0.00330;ns
Data required, critical path;1.84;ns
type of destination of the critical path;output port;
Mapped Area;843;um^2
# Cells Yosys;93;
TritonCTS clock tree;built;
syn avg cell area;9.07;um^2
CTS max path bufs;2;
ANT nets after route;0;
cell usage in the layout, fill, tap and decap left out, types with 4 or more instances in the layout:
master,n
mux2i_1,5
dfxtp_1,16
nor4_1,4
or4_1,4
a21oi_1,6
buf_4,5
inv_1,5
nand2_1,11
clkdlybuf4s50_1,4
nor2_1,5
nand4_1,4
o31ai_1,4
nand3_1,4
cells by family after synthesis:
family | Yosys count | share of synthesized area (%)
xor+xnor | 5 | 5.19
mux | 5 | 5.93
fa+ha+maj | 1 | 1.48
buf+inv | 6 | 2.67
compound gates | 12 | 8.31
flops | 19 | 46.3
simple gates | 45 | 30.1
cell type report:
type / count / area, um^2
Fill cell: 780 / 5720
Timing Repair Buffer: 9 / 77.6
Clock buffer: 4 / 45.0
Sequential cell: 19 / 398
Multi-Input combinational cell: 68 / 454
Inverter: 5 / 18.8
Tap cell: 96 / 120
through the flow:
step | total power, mW | setup WS [ns] | cells | hold WS (ns) | utilization, %
after detailed placement | 0.374 | 0.239 | 195 | 0.314 | 15.0
after CTS | 0.606 | 0.0141 | 199 | 0.330 | 15.7
after global routing | 0.630 | 0.00839 | 201 | 0.335 | 16.3
after global placement | 0.374 | 0.283 | 195 | 0.311 | 15.0
final | 0.599 | 0.145 | 201 | 0.328 | 16.3
after floorplan | 0.365 | 0.768 | 93 | 0.310 | -
synthesized netlist by cell type (all sizes together):
master,instances
nor4,4
ha,1
or3,2
nand4,5
edfxtp,1
a21oi,6
mux2i,5
nand3,5
clkbuf,1
or4,4
xor2,3
and4b,1
and4,1
o21ai,2
dfxtp,18
o31ai,4
and2,1
nand2b,3
inv,5
nand2,11
nor3,1
and3,1
nor2,6
xnor2,2
where the power goes:
part | total (mW) | switching (mW) | internal, mW
clock network | 0.228 | 0.105 | 0.123
registers | 0.347 | 0.00925 | 0.338
logic | 0.0245 | 0.0121 | 0.0124
total | 0.599 | 0.126 | 0.473
state kept, by name (all words and copies together), names as in the netlist:
name / flops
PB_cnt: 16
PB_state: 1
PB_sync_0: 1
PB_sync_1: 1
worst max-delay path, delay by kind of cell (launching register included):
family | cells | cell delay [ns]
and+or+nand+nor | 3 | 0.58
DFF | 1 | 0.40
buffers and inverters | 1 | 0.46
final timing paths:
path | slack (ns) | cells after the start | from | endpoint
worst min-delay path | 0.33 | 0 | PB_sync_0 | PB_sync_1
worst max-delay path | 0.14 | 4 | PB_cnt[9] | PB_up
worst min register to register | 0.33 | 0 | PB_sync_0 | PB_sync_1
worst max register to register | 0.79 | 3 | PB_cnt[2] | PB_state
what timing repair did:
item,in CTS,in global routing
buffers inserted,0,2
pin swaps,0,3
hold buffers,0,0
endpoints found under the setup margin,2,2
gates resized,2,6
routing by layer:
| layer | part of all wire [%] | wire, um | vias up |
|---|---|---|---|
| met5 | 0 | 0 | - |
| met2 | 41 | 667 | 24 |
| met1 | 48 | 789 | 304 |
| met4 | 1.8 | 29 | 0 |
| li1 | - | - | 366 |
| met3 | 9.5 | 157 | 2 |
Power and IR drop assume default switching activity.
